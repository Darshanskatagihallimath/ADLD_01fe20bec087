--- ./constraint.sdc ---
current_design ram_1

set clk_period 35.8
set clk_io_pct 0.2

create_clock -name clk0 -period $clk_period [get_ports {clk}]

set non_clock_inputs [all_inputs -no_clocks]
set_input_delay [expr $clk_period * $clk_io_pct] -clock clk0 $non_clock_inputs
set_output_delay [expr $clk_period * $clk_io_pct] -clock clk0 [all_outputs]
--- ./run.sh ---
#!/bin/bash
# OpenROAD 26Q1-2900-gdf79404cd8, Yosys 0.63+post, stock flow scripts
make -C /OpenROAD-flow-scripts/flow DESIGN_CONFIG=/design/flow/config.mk WORK_HOME=/design/flow/orfs finish
--- ./design.v ---
module ram_1(addr,data,data_out,clk,rd,wr,cs);
input [9:0]addr;
input [7:0]data;
input clk,rd,wr,cs;
output reg [7:0]data_out;
reg [7:0] mem[1023:0];
assign data=(cs&&rd) ? data_out :8'bz;
always @(posedge clk)
   if(cs && wr && !rd) mem[addr]=data;
always @(posedge clk)
   if(cs && rd && !wr) data_out=mem[addr];
endmodule
--- ./config.mk ---
export PLATFORM = sky130hd
export DESIGN_NAME = ram_1
export DESIGN_NICKNAME = ram_1
export VERILOG_FILES = /design/flow/design.v
export SDC_FILE = /design/flow/constraint.sdc
export NUM_CORES = 4
export LEC_CHECK = 1
export CORE_UTILIZATION = 30
export SYNTH_MEMORY_MAX_BITS = 65536
==> run notes <==
Notes on the flow run.

- The share of the yosys chip area belonging to registers is between 70% and 80%, for reference.
- The main area contributors are sky130_fd_sc_hd__edfxtp_1 (78%), sky130_fd_sc_hd__mux2i_1 (8.0%), sky130_fd_sc_hd__mux4_2 (5.8%).
- The first error in the log reads "ERROR: Found 8 problems in 'check -assert'".
- The synthesis warning total is 2, for reference.
- The cell type that accounts for the most area after synthesis is sky130_fd_sc_hd__edfxtp_1.
- The count of state elements after synthesis is around 8,200, for reference.
- The async set-or-reset flop fraction in the synthesized netlist is 0%, for reference.
- After synthesis, the largest area contributor takes up around four fifths of total cell area.
- The count of flip-flops with a built-in enable after synthesis is 8,200, for reference.
- The run stopped with a tool error.
- Sorting the synthesized cells by how often they occur yields sky130_fd_sc_hd__edfxtp_1 (8,200), sky130_fd_sc_hd__mux2i_1 (2,521), sky130_fd_sc_hd__nor2_1 (1,334), sky130_fd_sc_hd__o22ai_1 (1,050), sky130_fd_sc_hd__mux4_2 (819).
- The number of standard cells reported by yosys is between 15,000 and 20,000, for reference.
- The area recorded from the Yosys report for this design is approximately 0.32 mm^2.
- For this run, the leading register cell type out of synthesis is sky130_fd_sc_hd__edfxtp_1.
- Sorting the synthesis cell report by count puts at the top sky130_fd_sc_hd__edfxtp_1.
- The number of different library cells in the post-synthesis netlist is 49, for reference.
- The flow stopped in 1_2_yosys.
==> logic make-up after synthesis <==
kind of cell / Yosys count / share of synthesized area [%]
AND-OR/OR-AND: 1760 / 3.71
flip-flops: 8200 / 78.0
multiplexers: 3347 / 13.9
buffers and inverters: 1075 / 1.62
AND/OR/NAND/NOR: 2015 / 2.77

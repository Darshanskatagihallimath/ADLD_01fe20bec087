**./config.mk**
```make
export PLATFORM = sky130hd
export DESIGN_NAME = RAM1
export DESIGN_NICKNAME = RAM1
export VERILOG_FILES = /design/flow/design.v
export SDC_FILE = /design/flow/constraint.sdc
export NUM_CORES = 4
export LEC_CHECK = 1
export CORE_UTILIZATION = 40
```
**./constraint.sdc**
```tcl
current_design RAM1

set clk_period 1.9
set clk_io_pct 0.2

create_clock -name clk0 -period $clk_period [get_ports {clk}]

set non_clock_inputs [all_inputs -no_clocks]
set_input_delay [expr $clk_period * $clk_io_pct] -clock clk0 $non_clock_inputs
set_output_delay [expr $clk_period * $clk_io_pct] -clock clk0 [all_outputs]
```
**./design.v**
```verilog
module RAM1(addr,data,data_out,clk,rd,wr,cs);
input [9:0]addr;
input [7:0]data;
input clk,rd,wr,cs;
output reg [7:0]data_out;
reg [7:0] mem[31:0];
assign data=(cs&&rd) ? data_out :8'bz;
always @(posedge clk)
   if(cs && wr && !rd) mem[addr] = data;
always @(posedge clk)
   if(cs && rd && !wr) data_out = mem[addr];
endmodule
```
**./run.sh**
```bash
#!/bin/bash
# OpenROAD 26Q1-2900-gdf79404cd8, Yosys 0.63+post, stock flow scripts
make -C /OpenROAD-flow-scripts/flow DESIGN_CONFIG=/design/flow/config.mk WORK_HOME=/design/flow/orfs finish
```
==> reports/qor.rpt <==
================================================================================
Run status                                                          did not finish
Step where the flow halted                                             1_2_yosys
Error                                                               ERROR: Found 8 problems in 'check -assert'.
Xor/xnor cell area share of the yosys netlist                                 0%
Area fraction in and, or, nand and nor cells                               4.93%
Number of distinct library cells after synthesis                              26
Top cells, area                                                     sky130_fd_sc_hd__edfxtp_1, sky130_fd_sc_hd__mux2i_1, sky130_fd_sc_hd__o22ai_1
Adder-Cell Fraction of Synth Area                                             0%
Largest combinational cell category by area                         multiplexers
Count of instantiated cells in the yosys netlist                             589
Yosys chip area                                                      10,400 um^2
Fraction of post-synthesis cell area in the top cell type by area          76.2%
Synthesized-area fraction occupied by ao, oa, aoi and oai cells            3.97%
Area fraction in mux cells                                                 12.3%
Number of warnings issued by yosys                                             2
Cell type with the largest total area                               sky130_fd_sc_hd__edfxtp_1
Ys flops                                                                     264
Seq share, synth                                                           76.2%
================================================================================
-- Yosys cell counts (all sizes together) --
cell type / count
nor4: 16
nand2: 12
nand4: 1
nor2: 31
edfxtp: 264
clkbuf: 7
buf: 36
nand4bb: 5
or3: 2
inv: 1
or4bb: 1
or4b: 4
mux2i: 128
and3b: 1
nand3: 2
nor3: 4
nand4b: 4
o22ai: 64
or3b: 2
or4: 1
nand3b: 3
-- cells by family after synthesis --
kind of cell,after synthesis
and+or+nand+nor,89
buffers and inverters,44
DFF,264
muxes,128
AOI/OAI and AO/OA,64

### /design/flow/design.v
module pipe2(rs1,rs2,rd,func,addr,clk1,clk2,y);
parameter n=16;
 integer i;
input [n-1:0]rs1,rs2,rd;
input [3:0]func;
input [7:0]addr;
input clk1,clk2;                                
output [15:0]y;
reg [15:0] mem [0:255];                      
reg [15:0] regbank [0:15];
reg [n-1:0]A,B,Z,L12_rd,L23_rd,L34_z;
reg [3:0]L12_func;
reg [7:0]L12_addr,L23_addr,L34_addr;
always @(posedge clk1)
begin
A <=  regbank[rs1];
B <=  regbank[rs2];
L12_rd <=  rd;                                    
L12_func <=  func;
L12_addr <=  addr;
end
always @(negedge clk2)
begin
case(func)
0000: Z<=A+B;
0001: Z<=A-B;
0010: Z<=A;
0011: Z<=B;
0100: Z<=~A;
0101: Z<=~B;
default: Z<=16'd12;
endcase
L23_rd <= L12_rd;
L23_addr <= L12_addr;
end
always @(posedge clk1)
begin
regbank[L23_rd] <= Z;
L34_z <= Z;
L34_addr <= L23_addr;
end
always @(negedge clk2)
begin
mem[L34_addr] <= L34_z;
end
assign y=mem[L34_addr];
endmodule
### /design/flow/run.sh
#!/bin/bash
# OpenROAD 26Q1-2900-gdf79404cd8, Yosys 0.63+post, stock flow scripts
make -C /OpenROAD-flow-scripts/flow DESIGN_CONFIG=/design/flow/config.mk WORK_HOME=/design/flow/orfs finish
### /design/flow/config.mk
export PLATFORM = sky130hd
export DESIGN_NAME = pipe2
export DESIGN_NICKNAME = pipe2
export VERILOG_FILES = /design/flow/design.v
export SDC_FILE = /design/flow/constraint.sdc
export NUM_CORES = 4
export LEC_CHECK = 1
export CORE_UTILIZATION = 40
export SYNTH_MEMORY_MAX_BITS = 65536
### /design/flow/constraint.sdc
current_design pipe2

set clk_period 70.5
set clk_io_pct 0.2

create_clock -name clk0 -period $clk_period [get_ports {clk1}]
create_clock -name clk1 -period $clk_period [get_ports {clk2}]

set non_clock_inputs [all_inputs -no_clocks]
set_input_delay [expr $clk_period * $clk_io_pct] -clock clk0 $non_clock_inputs
set_output_delay [expr $clk_period * $clk_io_pct] -clock clk0 [all_outputs]
==> results.txt <==
Synth Cell Area: 0.171 mm^2
Hold Buf Count CTS: 0
Crit end category: primary output
Final setup margin: 16200 ps
Worst path slowest cell: or4_1
CP Data Required Time: 56400 ps
Share of cells above drive strength 1: 22.9%
RePlAce Congestion: 0.990
Worst slack at placement: 16910 ps
Status: finished, final reports clean
Final Max Slew Viols: 0
FP Util: 40.3%
Cts repair resizes: 0
Die Width: 656 um
# setup viols final: 0
Total Wirelength: 473000 um
Pre-antenna DRT Iters: 7
Initial antenna violation count: 18
Crit path largest cell delay: 710 ps
Setup TNS: 0 ps
Final ANT Viol Nets: 0
Async SR Flop Fraction: 0%
Post-synth EDFFs: 4352
Largest net degree at the start of global routing: 144
P per Cell Area: 31.8 mW/mm^2
Rows: 239
DRC: 0
Vias: 93473
Register area share after synthesis: 77.4%
Post-Route Skew: 127 ps
Area Growth Syn to Fin: 24.2%
HP Class: flop to flop
Slew Limit Headroom: 23.1%
GRT Total Usage: 24.5%
Arrival time at the worst endpoint: 40200 ps
Cells in synth_stat.txt: 7230
Input/output buffers: 40
DIE AREA: 0.431 mm^2
Final hold vios: 0
# clock sinks: 4448
Vias/cell: 5.18
Family with the most delay on the worst path: simple AND/OR/NAND/NOR gates
Avg Cell Area, Syn: 23.7 um^2
Core area: 0.425 mm^2
Post-CTS setup buffers: 0
Max Cap Viol: 0
Worst path bufs/invs: 1
GRT overflow: 0
Hold slack: 685 ps
Post-Synthesis Cells: 7230
Tightest Pin Transition: 1120 ps
CTS tree: built
Fillers: 32657
Log Warnings: 1070
Crit path kind: flop to primary output
Hpwl dp: 274000 um
Global-route wire length before repair: 679000 um
Worst-path clk slew: 70 ps
Flops & latches, synth: 4448
Vias in the first global route: 110040
Ys Warns: 1
WL per Instance: 26.2 um
Critical path fanouts, max: 2
YS chip area: 0.171 mm^2
Overall die height: 656 um
Max rail drop VDD: 0.0234 mV
Setup crit start kind: flop
1st-iter DRT viols: 5643
Yosys cell types: 57
Unrepaired setup endpoints after global routing: false
Critical path cell sequence: mux4_2 -> mux2i_1 -> o22ai_1 -> or4_1 -> nor4_1 -> nand4_1 -> clkdlybuf4s50_1
Most used DFF post-synth: edfxtp_1
Ports: 78
Leak: 84.5 nW
## tightest hold or removal path: cells and delay by family (launching register included)
family | cells | cell delay, ps
multiplexers | 2 | 440
flip-flops | 1 | 330
## cell type report
type                            count  area, um^2  share of cell area, %
Antenna cell                       18        45.0                 0.0212
Clock buffer                      471       11700                   5.48
Clock inverter                   4479       19500                   9.18
Inverter                            7        26.3                 0.0124
Multi-Input combinational cell   2381       37200                   17.5
Sequential cell                  4448      133000                   62.4
Tap cell                         5663        7090                   3.33
Timing Repair Buffer              575        4540                   2.13
## layer usage
layer / up-vias / share of wire [%] / global-route usage [%] / wire [um]
li1: 40713 / - / - / -
met1: 45358 / 29 / 23.3 / 135000
met2: 6363 / 46 / 33.0 / 218000
met3: 1011 / 20 / 24.3 / 94600
met4: 28 / 5.0 / 13.1 / 23500
met5: - / 0.37 / 3.87 / 1750
## sequential cells by signal, summed over array words and instances, names as in the netlist, 8 cells and up
signal,flops
B,16
L23_addr,8
L34_addr,8
mem,4096
regbank,256
L12_addr,8
L34_z,16
Z,16
A,16
## path summary, 6_finish.rpt
path	startpoint	to	slack [ps]	depth (start not counted)
setup / recovery	mem[223][4]	y[4]	16200	7
hold / removal	regbank[15][8]	A[8]	680	2
setup reg to reg	L34_addr[3]	mem[124][5]	31310	6
hold reg to reg	regbank[15][8]	A[8]	680	2
max in group clk1	func[1]	Z[15]	17790	14
min in group clk1	L12_rd[3]	L23_rd[3]	35220	0
## where the power goes
part | internal [mW] | switching [mW] | leakage, nW
Sequential | 3.00 | 0.0285 | 40.7
Combinational | 0.114 | 0.227 | 14.0
Clock | 1.79 | 1.60 | 29.8
Total | 4.90 | 1.86 | 84.5
## layout by cell type (no fill, tap or decap), types with 13 or more instances in the layout
| cell | count |
|---|---|
| mux4_2 | 1328 |
| ha_1 | 16 |
| buf_4 | 526 |
| inv_1 | 4226 |
| xnor2_1 | 14 |
| a22oi_1 | 39 |
| bufinv_16 | 75 |
| xor2_1 | 13 |
| mux2i_1 | 199 |
| nor2_2 | 188 |
| a21oi_1 | 24 |
| nand3_1 | 13 |
| nand2_1 | 89 |
| inv_4 | 34 |
| clkdlybuf4s50_1 | 36 |
| o21ai_0 | 16 |
| a221oi_1 | 17 |
| diode_2 | 18 |
| edfxtp_1 | 4352 |
| clkinvlp_2 | 97 |
| o22ai_1 | 98 |
| dfxtp_1 | 75 |
| clkbuf_16 | 464 |
| dfxtp_4 | 20 |
| nor2_1 | 115 |
| nor3_1 | 18 |
| a22o_1 | 25 |
## synth_stat cells, types with 25 or more instances
master	count	share of area [%]
nand2_1	101	0.22
a22o_1	25	0.13
mux2i_1	199	1.2
buf_6	44	0.29
buf_1	48	0.11
nor2_1	304	0.67
mux4_2	1328	17
buf_4	48	0.21
nor3_1	27	0.079
o22ai_1	98	0.36
edfxtp_1	4352	76
clkbuf_1	158	0.35
dfxtp_1	96	1.1
buf_2	95	0.28
a22oi_1	39	0.17
## per-stage QoR
step / area, um^2 / total power [mW] / utilization (%) / cells
after floorplan: 171000 / 3.60 / - / 7230
after global placement: 182000 / 3.74 / 42.7 / 13075
after detailed placement: 182000 / 3.74 / 42.7 / 13075
after CTS: 213000 / 6.86 / 50.1 / 18024
after global routing: 213000 / 7.17 / 50.1 / 18033
final: 213000 / 6.76 / 50.1 / 18042
## logic make-up (layout without fill, tap and decap cells)
family	count (synthesis)	count (layout)	synth area share, %
xor+xnor	27	27	0.138
fa+ha+maj	17	17	0.129
simple gates	526	526	1.31
buf+inv	401	5532	1.25
mux	1531	1531	18.6
flops	4448	4448	77.4
other cells	0	18	0
compound gates	280	280	1.14
No activity file was given, so power comes from the tool's default toggle rates.
